==> flow/design.v <==
module bin2bcd(bin, bcd);
	input [6:0]bin;
	output[7:0]bcd;
	reg [3:0]bin_div10;
	reg [6:0]bin_div10_mul10;
	always @(bin)
	begin
		if (bin < 7'd10) begin
			bin_div10 <= 4'd0;
			bin_div10_mul10 <= 7'd0;
		end else if (bin < 7'd20) begin
			bin_div10 <= 4'd1;
			bin_div10_mul10 <= 7'd10;
		end else if (bin < 7'd30) begin
			bin_div10 <= 4'd2;
			bin_div10_mul10 <= 7'd20;
		end else if (bin < 7'd40) begin
			bin_div10 <= 4'd3;
			bin_div10_mul10 <= 7'd30;
		end else if (bin < 7'd50) begin
			bin_div10 <= 4'd4;
			bin_div10_mul10 <= 7'd40;
		end else if (bin < 7'd60) begin
			bin_div10 <= 4'd5;
			bin_div10_mul10 <= 7'd50;
		end else if (bin < 7'd70) begin
			bin_div10 <= 4'd6;
			bin_div10_mul10 <= 7'd60;
		end else if (bin < 7'd80) begin
			bin_div10 <= 4'd7;
			bin_div10_mul10 <= 7'd70;
		end else if (bin < 7'd90) begin
			bin_div10 <= 4'd8;
			bin_div10_mul10 <= 7'd80;
		end else if (bin < 7'd100) begin
			bin_div10 <= 4'd9;
			bin_div10_mul10 <= 7'd90;
		end else begin
			bin_div10 <= 4'hE;
			bin_div10_mul10 <= bin - 7'hE;
		end
	end
	wire [6:0]bin_mod10;
	assign bin_mod10 = bin - bin_div10_mul10;
	assign bcd[3:0] = bin_mod10[3:0];
	assign bcd[7:4] = bin_div10;
endmodule
==> flow/run.sh <==
#!/bin/bash
# OpenROAD 26Q1-2900-gdf79404cd8, Yosys 0.63+post, stock flow scripts
make -C /OpenROAD-flow-scripts/flow DESIGN_CONFIG=/design/flow/config.mk WORK_HOME=/design/flow/orfs finish
==> flow/config.mk <==
export PLATFORM = sky130hd
export DESIGN_NAME = bin2bcd
export DESIGN_NICKNAME = bin2bcd
export VERILOG_FILES = /design/flow/design.v
export SDC_FILE = /design/flow/constraint.sdc
export NUM_CORES = 4
export LEC_CHECK = 1
export CORE_AREA = 10 10 70 70
export DIE_AREA = 0 0 80 80
==> flow/constraint.sdc <==
current_design bin2bcd

set clk_period 3.8
set clk_io_pct 0.2

create_clock -name clk0 -period $clk_period

set non_clock_inputs [all_inputs -no_clocks]
set_input_delay [expr $clk_period * $clk_io_pct] -clock clk0 $non_clock_inputs
set_output_delay [expr $clk_period * $clk_io_pct] -clock clk0 [all_outputs]
==> out/results.ini <==
[run_status]
status=complete, no violations

[global_route]
overflow=0
grt_max_degree=12
track_usage_pct=4.60
grt_pass1_vias=591
antenna_found_initial=0
grt_pass1_wl_um=2540

[final_timing]
max_freq_mhz=270
finalSetupTns_ns=0
finalCritPeriodShare_pct=97.5
fin_ws_ns=0.0947
drv_slew=0
holdWs_ns=2.21
finalHoldViolCount=0
min_period_ns=3.71
worst_pin_slew_ns=0.362
setup_viol=0
slew-limit-headroom_pct=75.7

[routing]
viasPerCell=3.98
antenna_left=0
drt-initial-drc-count=24
num_vias=585
drc_errors=0
drt_first_pass_iters=4
diodes=0
wire_per_inst_um=10.2
routed_wirelength_um=1500

[placed_design]
hpwlAfterDp_um=1270
place_area_sq_um=793
place_congestion=0.887
pre_cts_ws_ns=-0.450
port_buffers=15

[final_layout]
flops=0
final_cell_mix=21 x buf_4, 8 x nor2_1, 8 x clkdlybuf4s50_1
drive_gt1_share_pct=37.6
area_growth_pct=84.5
clock_buffers=0
final_cell_area_sq_um=861
regArea_sq_um=0
lay_top_count=buf_4

[synthesis]
yosys_warnings=1
syn_avg_cell_area_sq_um=6.76
ys_top_cells_by_area=ha_1 13%, nand2b_1 6.7%, nor2_1 6.4%
synth-seq-area-share_pct=0
synth_top_area_share_pct=13.4
largest_area_cell=ha_1
syn_area_sq_um=467
ys_area_sq_um=467
ys_cells=69
netlist_instances=69
yosys.cell_types.count=27

[critical_path]
path_class=primary input to output pin
crit_start=bin[1]
cp_max_fo=5
cp.arrival_ns=2.95
required_ns=3.04
start_kind=primary input
end_kind=output pin

[pwr]
p_leak_nw=0.390
cellPowerDensity_nw_per_um2=130
ir_drop_mv=0.0735
total_power_mw=0.112

[flow_run]
drv_cap=0
log.warning_count=33

[worst_hold_path]
hold_end=bcd[2]
min_from=bin[1]
min_path_type=primary input to output pin
hold_path_depth=5

[floorplan]
num_rows=21
die_h_um=80
die_w_um=80
io_pins=15
fp_util_pct=13.7
dieArea_sq_um=6400
core_sq_um=3420

[cts]
cts_hold_buf=0

-- worst max-delay path, cell delays in order --
cell and delay [ns]:
clkdlybuf4s15_2 0.21, inv_1 0.06, ha_2 0.21, mux2i_2 0.20, a211oi_2 0.10, a211oi_2 0.22, nor2_1 0.08, buf_4 0.14
fa_1 0.50, clkdlybuf4s50_1 0.46
-- layout make-up --
class              instances  area, sq um
repair buffers            37          323
well taps                 46         57.6
multi-input cells         56          450
fillers                  389         2550
inverters                  8         30.0
-- logic make-up (layout without fill, tap and decap cells) --
| family | Yosys count | count (layout) | share of synthesized area [%] |
|---|---|---|---|
| adders and majority gates | 6 | 6 | 17.7 |
| xor gates and xnor gates | 2 | 2 | 3.75 |
| AOI/OAI and AO/OA | 22 | 22 | 36.7 |
| and+or+nand+nor | 25 | 25 | 25.7 |
| muxes | 1 | 1 | 2.95 |
| buffers and inverters | 13 | 45 | 13.1 |
-- worst max path at each step --
stage	to	slack [ns]
CTS	bcd[2]	0.007
global route	bcd[1]	-0.02
finish	bcd[1]	0.09
-- stage by stage --
stage,cells,utilization (%)
4_1_cts,147,24.8
3_3_place_gp,145,23.2
5_1_grt,147,25.2
6_report,147,25.2
3_5_place_dp,145,23.2
2_1_floorplan,69,-
-- per-layer routing --
metal / GRT usage (%) / up-vias / share of wire, %
met5: 0 / - / 0
met4: 0 / 0 / 0
met3: 0.795 / 0 / 5.5
met2: 8.19 / 11 / 49
met1: 5.97 / 267 / 45
li1: - / 307 / -
-- report_power, final --
part           internal, mW  switching (mW)
combinational        0.0673          0.0448
clock                     0               0
sequential                0               0
total                0.0673          0.0448
-- cell usage after synthesis, drive strengths merged --
master	count
buf	5
a21oi	4
nand2b	5
ha	5
o21ai	7
o311ai	1
nand3b	1
nand3	1
o41ai	2
a2111oi	1
nand2	6
nor2	8
inv	8
nor4b	1
o211a	1
xor2	1
a211oi	3
a21o	1
fa	1
mux2i	1
nor3	3
xnor2	1
o21bai	2
-- timing repair --
item	CTS	global route
buffers inserted	2	0
gates cloned	0	0
gates resized	21	3
setup endpoints to repair	3	3
pin swaps	7	3
