==> design/flow/design.v <==
module counter8(clk, en, rst, counter);
	input clk;
	input en;
	input rst;
	output reg [7:0] counter;
	initial counter = 8'b0;
	always @(posedge clk or posedge rst) begin
		if (rst) counter <= 0;  
		else begin
			if (en) counter <= counter + 1;  
			else counter <= counter;  
		end
	end
endmodule
==> design/flow/run.sh <==
#!/bin/bash
# OpenROAD 26Q1-2900-gdf79404cd8, Yosys 0.63+post, stock flow scripts
make -C /OpenROAD-flow-scripts/flow DESIGN_CONFIG=/design/flow/config.mk WORK_HOME=/design/flow/orfs finish
==> design/flow/config.mk <==
export PLATFORM = sky130hd
export DESIGN_NAME = counter8
export DESIGN_NICKNAME = counter8
export VERILOG_FILES = /design/flow/design.v
export SDC_FILE = /design/flow/constraint.sdc
export NUM_CORES = 4
export LEC_CHECK = 1
export CORE_AREA = 10 10 70 70
export DIE_AREA = 0 0 80 80
==> design/flow/constraint.sdc <==
current_design counter8

set clk_period 2.4
set clk_io_pct 0.2

create_clock -name clk0 -period $clk_period [get_ports {clk}]

set non_clock_inputs [all_inputs -no_clocks]
set_input_delay [expr $clk_period * $clk_io_pct] -clock clk0 $non_clock_inputs
set_output_delay [expr $clk_period * $clk_io_pct] -clock clk0 [all_outputs]
==> Slide: Implementation Results <==
Flow Results at a Glance

Run status
  • Status: finished, final reports clean

Synth
  • Syn. warnings: 1
  • Syn Std Cell Area: 345.3 µm²
  • Top area cell types: dfrtp_1 (58%), xnor2_1 (10%), xor2_1 (7.6%)
  • Synth area leader: dfrtp_1
  • Ys cells: 27
  • Syn Inst Count: 27
  • Post-synth ARST share: 100.0%
  • Commonest flop: dfrtp_1
  • Top-count cell post-synth: dfrtp_1
  • Max-area cell share: 57.97%
  • Yosys stat area: 345.3 µm²
  • Synth Seq Share: about 58%
  • Count of library flops with an enable pin: 0
  • Synth flops: 8
  • Mean Syn Cell Area: 12.79 µm²
  • Top cells by count: dfrtp_1 (8), xnor2_1 (4), nand2_1 (3), xor2_1 (3), nand4_1 (2)
  • Yosys cell types: 12

Final layout
  • Syn-to-layout area delta: 52.17%
  • Register Area: 200.2 µm²
  • Layout cells sized above 1: roughly 15%
  • Filler cells: 388
  • Logic cell area: 141.4 µm²
  • Top reg by flops: counter
  • Max reg flops: 8
  • Final Cell Area: 525.5 µm²
  • Biggest regs: counter (8)

Critical path
  • Cell Chain, Critical Path: clkdlybuf4s50_1
  • Reg2Reg Capture Point: counter[1]$_DFFE_PP0P_
  • RR Startpoint: counter[0]$_DFFE_PP0P_
  • Startpoint Class: register
  • CP Max Fanout: 5
  • CP Buf/Inv Count: 1
  • Critical path capture point type: primary output
  • R2r worst-path depth: 2
  • Reg2Reg Setup Slack: 1.31 ns
  • Critical setup path kind: reg2out
  • Crit path max-delay cell type: clkdlybuf4s50_1
  • Arr. time, crit path: 1.20 ns
  • CP Launch Point: counter[2]$_DFFE_PP0P_
  • Family with the most delay on the worst path: buffers and inverters
  • CP max stage delay: 0.51 ns
  • Worst EP required: 1.92 ns

Timing
  • F_max: 595.8 MHz
  • Worst slew pin tran: ~0.30 ns
  • Hold Vio Cnt, Final: 0
  • Setup total negative slack: 0 ns
  • Slew Viols, Final: 0
  • Setup violators final: 0
  • Tmin final: 1.678 ns
  • Crit share post-route: a little over two thirds
  • Slew HR: 80.01%
  • Final Skew: 0.002552 ns
  • RSZ-0062 raised after global routing: no

Clock network
  • Clk sinks: 8
  • Worst-path clk slew: roughly 0.050 ns
  • Hold Buf Count CTS: 0
  • Root Buffer: clkbuf_4
  • Clock Latency Late Sink: 0.25 ns
  • PostCTS Resize Cnt: 0
  • Clock Path Buffers: 2
  • CTS tree: built
  • Postcts setup bufs: 0
  • CTS buffer count: 3
  • CTS HTree Levels: 1

Global route
  • Largest net degree at the start of global routing: 9
  • GRT Total Usage: 2.540%
  • Initial antenna violation count: 0
  • Vias in the first global route: 253
  • GRT Residual Overflow: 0
  • First-pass GRT wire length: 1242 µm

Floorplan
  • FP Rows: 21
  • Chip area: 6400 µm²
  • Die W: 80 µm
  • Core Footprint: 3416 µm²
  • Fp util: 10.11%
  • I/O pin count: 11
  • Chip height: 80 µm

Job
  • Log Warnings: 25
  • Max-cap viol count: 0

Pwr
  • Leak Pwr: 0.2161 nW
  • Power per Cell Area: roughly 1100 nW/µm²
  • Peak VDD IR: between 0.4 and 0.5 mV

Routing
  • Via count: 240
  • Router iterations before antenna repair: 2
  • Via/cell ratio: 2.791
  • Routed WL: 756 µm
  • DRC violation count after routing: 0
  • # diodes: 0
  • Iter 0 DRT Violations: 8
  • DR WL/cell: 8.791 µm
  • Antenna-violating nets left: 0

Placed design
  • Placed inst area: 503.0 µm²
  • Dpl hpwl: 596.8 µm
  • Gp weighted congestion: 0.7888
  • Port bufs: 10

Worst hold path
  • Worst Hold Class: in2async
==> layout by cell type (no fill, tap or decap) <==
cell type	synthesis	final
and3_1	1	1
clkbuf_4	0	3
clkdlybuf4s50_1	0	10
dfrtp_1	8	8
ha_1	1	1
inv_1	1	1
mux2_2	1	1
nand2_1	3	3
nand4_1	2	2
nand4_2	1	1
nor2_1	1	1
nor3_2	1	1
xnor2_1	4	4
xor2_1	3	3
==> how the worst max path moves through the flow <==
| stage | endpoint | cells after the start | slack (ns) |
|---|---|---|---|
| finish | counter[2] | 1 | 0.72 |
| global route | counter[3] | 1 | 0.65 |
| CTS | counter[2] | 1 | 0.70 |
==> report_power, final <==
part | total, mW | switching, mW | internal (mW)
clock | 0.100 | 0.0433 | 0.0570
combinational | 0.199 | 0.0527 | 0.146
sequential | 0.263 | 0.0713 | 0.192
total | 0.563 | 0.167 | 0.395
==> metrics by stage <==
step | setup slack [ns] | power, mW | utilization (%) | std cells | hold WS, ns
after floorplan | 1.356 | 0.3268 | - | 27 | 0.2957
after global placement | 0.6777 | 0.4634 | 14.73 | 83 | 0.4692
after detailed placement | 0.6378 | 0.4697 | 14.73 | 83 | 0.4712
after CTS | 0.7041 | 0.5749 | 15.38 | 86 | 0.4777
after global routing | 0.6540 | 0.6167 | 15.38 | 86 | 0.4902
final | 0.7216 | 0.5626 | 15.38 | 86 | 0.4711
==> layer usage <==
metal / global-route usage [%] / wire (µm) / vias to the layer above / share of wire (%)
met5: 0 / 0 / - / 0
met1: 3.518 / 418 / 110 / 55
met2: 2.648 / 232 / 13 / 31
li1: - / - / 117 / -
met3: 2.500 / 104 / 0 / 14
met4: 0.3521 / 0 / 0 / 0
==> area by class of cell <==
cell class	instances	share of cell area (%)
multi-input cells	18	26.90
clock buffers	3	4.286
inverters	1	0.7143
repair buffers	10	19.05
flip-flops and latches	8	38.10
well taps	46	10.95
==> logic make-up (layout without fill, tap and decap cells) <==
group         after synthesis  count (layout)  synth area share [%]
flops                       8               8                 57.97
xor+xnor                    7               7                 17.75
buf+inv                     1              14                 1.086
fa+ha+maj                   1               1                 3.623
mux                         1               1                 3.261
simple gates                9               9                 16.30
Power and IR drop assume default switching activity.
