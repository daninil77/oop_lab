==> /design/flow/design.v <==
module register8(d, clk, rst, en, q);
	input [7:0] d;
	input clk;
	input rst;
	input en;
	output reg [7:0]q;
	initial q <= 8'b0;
	always @(posedge clk or posedge rst) begin
		if (rst) q <= 7'b0;  
		else begin
			if (en) q <= d;  
			else q <= q;  
		end
	end
endmodule
==> /design/flow/run.sh <==
#!/bin/bash
# OpenROAD 26Q1-2900-gdf79404cd8, Yosys 0.63+post, stock flow scripts
make -C /OpenROAD-flow-scripts/flow DESIGN_CONFIG=/design/flow/config.mk WORK_HOME=/design/flow/orfs finish
==> /design/flow/config.mk <==
export PLATFORM = sky130hd
export DESIGN_NAME = register8
export DESIGN_NICKNAME = register8
export VERILOG_FILES = /design/flow/design.v
export SDC_FILE = /design/flow/constraint.sdc
export NUM_CORES = 4
export LEC_CHECK = 1
export CORE_AREA = 10 10 70 70
export DIE_AREA = 0 0 80 80
==> /design/flow/constraint.sdc <==
current_design register8

set clk_period 1.0
set clk_io_pct 0.2

create_clock -name clk0 -period $clk_period [get_ports {clk}]

set non_clock_inputs [all_inputs -no_clocks]
set_input_delay [expr $clk_period * $clk_io_pct] -clock clk0 $non_clock_inputs
set_output_delay [expr $clk_period * $clk_io_pct] -clock clk0 [all_outputs]
==> notes.md <==
The flow ran to the end, and the final reports show no timing, DRC or antenna violations. Total power normalized to cell area comes to 1300 nW/um^2. The run gives 291 ps for the actual transition at the worst max-transition pin. The worst supply voltage drop on vdd was 0.000195 V; the clock edge transition at the registers on the reported setup and hold paths was 50 ps. Per STA, the highest per-stage delay on the worst path measures 380 ps. The logs give 0.000768 W for the total power of the final layout and 0 for the max capacitance violation total.

Setup repair after global routing left no endpoint under its margin. The script logs the ratio of routed vias to standard cells as 2.51. Summing every instance area after synthesis gives 335 um^2. The run gives 130 ps as the register-to-register setup slack.

The logs give 1 for the number of levels in the clock H-tree and 80.6% for the worst relative slew slack. The tools report the first element of the critical path as q[7]. Endpoints failing hold in the final report were tallied at 0.

The final design instance area without fill came out at 593 um^2. The largest registers in the layout are q (8). For the finished layout, the period the worst path requires is 939 ps. The tools report the post-detailed-placement half-perimeter wirelength as 733 um.

The number of antenna-violating nets in the routed design was 0. The run gives 0 for the final tally of max-slew violations. The worst path uses 93.9% of the clock period. The largest register by flop count is q.

The final layout contains routed wiring with a total length of 864 um. Per the TritonCTS log, the buffer count is 3. According to the timing report, the data required time at the worst endpoint equals 800 ps. The tally of buffers added on design ports is 18, and the global placement routability congestion is 0.708. Via count: 223. The tools report the clock tree buffer depth as 2.

Highest clock frequency the design can meet: 1.06 GHz. Per the GRT congestion report, total overflow comes to 0. In this run, the number of DRC markers left after iteration 0 of detailed routing was 17. The run gives 2 for the number of optimization iterations in the first detailed-route pass.

The final setup skew was 0 ps. Max fanout on the critical path was recorded as 2. The run gives 0 for the number of antenna violations at the first check in global routing. Listed in order, past its start point the critical path passes buf_2. Flip-flop count of the largest register after layout: 8. The worst register-to-register path has a depth of 2. The library cell used most frequently in the layout, excluding fill and tap cells, is sky130_fd_sc_hd__clkdlybuf4s50_1. The per-cell routed wire length works out to 9.71 um. The critical path in this run is classified as reg2out. In the layout the commonest cells are 9 x sky130_fd_sc_hd__clkdlybuf4s50_1, 8 x sky130_fd_sc_hd__mux2_4, 8 x sky130_fd_sc_hd__dfrtp_1.

Hold is met by 212 ps. The flip-flop and latch count after synthesis came out at 8. The global-route wire length before repair is 1440 um.

For the worst-skew pair, the clock arrives at the later sink with an insertion delay of 240 ps. Summed over all routing layers, the global router reports a total usage of 2.84%. For this design, Yosys synthesis ends with a cell count of 18. At the worst endpoint, the arrival time is 740 ps. The area growth from synthesis to layout is 76.9%.

The run gives 335 um^2 as the chip area from the yosys synthesis statistics. In the routed design, unresolved DRC markers number 0. The tools report the number of warnings printed during yosys synthesis as 1. Averaged over all synthesized cells, the footprint is 18.6 um^2.

The leakage power figure is 0.280 nW. For this run, the script counts the antenna cells in the layout as 0. The critical path in the final layout is reported with a setup slack of 61.0 ps. The effective utilization at floorplan is 9.82%.

The run gives 8 for the count of clock tree sinks. The total die size is 6400 um^2. TritonCTS built the clock tree. For this run, the register share of the synthesized area comes to 59.7%. For this design the top-level I/O count stands at 19. The via count of the first global-routing pass is 297. The worst setup path is launched from a flop. The tools report the number of rows created at floorplan as 21. Height of the die: 80 um. The combined buffer and inverter count along the critical path was 1.

Among all stages on the critical path, the largest delay is contributed by sky130_fd_sc_hd__dfrtp_1. In this run the tools logged warnings totalling 26. Per the OpenROAD floorplan log, the width of the die is 80 um.

The filler cells instantiated in the layout total 384. The tools report the root buffer cell as sky130_fd_sc_hd__clkbuf_4. The launch point of the worst register-to-register path is recorded as q[0].

The worst setup path is captured at an output pin. Broken down by cell family, the worst path's largest delay share belongs to flip-flops. The tools report the pre-CTS setup slack as -273 ps.

The number of different library cells used by synthesis comes to 4. The tools report the maximum number of pins on one net before global-route repair as 9. The core area is 3420 um^2, and the total placed instance area is 597 um^2. The run gives 18 as the number of standard cells after synthesis.

Of the cells placed in the final design, the portion with a size suffix greater than 1 is 55.8%. The min-delay analysis places its worst path in the category in2async. The tools report the count of final setup violators as 0. The worst register-to-register path ends at q[0].
[worst reg2reg max path: cells and delay by family, from the launching register on]
kind     cells  cell delay [ps]
mux          1              250
buf+inv      1              130
flops        1              380
[worst max-delay path by stage]
stage	depth (start not counted)	slack, ps	end
CTS	1	-40	q[3]
global route	1	6	q[6]
finish	1	60	q[7]
[metal layers]
| layer | track usage (%) | wire (um) | share of wire, % |
|---|---|---|---|
| met5 | 0 | 0 | 0 |
| met2 | 4.57 | 416 | 48 |
| met3 | 1.48 | 58 | 6.7 |
| met1 | 2.90 | 348 | 40 |
| met4 | 1.58 | 41 | 4.7 |
[repair_timing]
item	in CTS	in global routing
endpoints found under the setup margin	16	3
setup buffers	3	0
hold buffers	0	0
pin swaps	0	0
gates resized	23	2
[report_power, final]
group / internal [W] / total (W) / switching [W]
clock: 0.000136 / 0.000229 / 0.0000927
sequential: 0.000357 / 0.000374 / 0.0000168
combinational: 0.000127 / 0.000165 / 0.0000386
[logic make-up (layout without fill, tap and decap cells)]
group | after synthesis | count (layout) | share of synthesized area, %
buffers and inverters | 2 | 27 | 4.48
muxes | 8 | 8 | 35.8
DFF | 8 | 8 | 59.7
[through the flow]
stage | TNS [ps] | cells | util (%)
after floorplan | 0 | 18 | -
after global placement | -2210 | 84 | 17.5
after detailed placement | -2220 | 84 | 17.5
after CTS | -37.4 | 90 | 17.9
after global routing | 0 | 89 | 17.4
final | 0 | 89 | 17.4
[area by class of cell]
type	count	area (um^2)	share of cell area [%]
Timing Repair Buffer	23	189	31.9
Multi-Input combinational cell	8	120	20.3
Sequential cell	8	200	33.8
Inverter	1	3.75	0.633
Clock buffer	3	22.5	3.80
Tap cell	46	57.6	9.70
[cell usage after synthesis, drive strengths merged]
library cell	number	area, um^2
inv	1	3.75
dfrtp	8	200
mux2	8	120
buf	1	11.3
No activity file was given, so power comes from the tool's default toggle rates.
